===== ./config.mk =====
export PLATFORM = sky130hd
export DESIGN_NAME = motor_control3
export DESIGN_NICKNAME = motor_control3
export VERILOG_FILES = /design/flow/design.v
export SDC_FILE = /design/flow/constraint.sdc
export NUM_CORES = 4
export LEC_CHECK = 1
export CORE_UTILIZATION = 40

===== ./constraint.sdc =====
current_design motor_control3

set clk_period 5.8
set clk_io_pct 0.2

create_clock -name clk0 -period $clk_period [get_ports {i_clock}]

set non_clock_inputs [all_inputs -no_clocks]
set_input_delay [expr $clk_period * $clk_io_pct] -clock clk0 $non_clock_inputs
set_output_delay [expr $clk_period * $clk_io_pct] -clock clk0 [all_outputs]

===== ./design.v =====
module motor_control3(
	input i_clock,  
	input i_rst,
	input i_start,
	input [8:0]i_coord_x,
	input [8:0]i_coord_y,
	input i_done,
	input i_down,
	output o_request_coord,
	output o_en_x_y,
	output o_step_x,
	output o_dir_x,
	output o_step_y,
	output o_dir_y,
	output o_z,
	output [1:0]o_state,  
	output [8:0]o_coord_x,  
	output [8:0]o_coord_y,  
	output [19:0] test
);
logic [7:0]cnt_x,cnt_y;
logic [20:0]cnt_z;
logic [24:0]num_cnt;
logic [24:0]step_clk;
logic up_and_down;
logic [1:0]state;  
logic dir_x,dir_y,en_x_y;
logic [8:0]pre_x,pre_y,cur_x,cur_y;
logic wait_nxt_coord,get_data;
logic coord_z;
logic [7:0]touch_times;
logic en_step_x,en_step_y;
logic [20:0] wait_move;
logic aclrt,dclrt;
logic [16:0] cycle;
logic down;
parameter UP = 70000;
parameter DOWN = 80000;
assign o_step_x = en_step_x ? up_and_down : 1'bz;
assign o_step_y = en_step_y ? up_and_down : 1'bz;
assign o_dir_x = dir_x;
assign o_dir_y = dir_y;
assign o_en_x_y = en_x_y;
assign o_request_coord = wait_nxt_coord;
assign o_z = coord_z;
assign o_state = state;
assign o_coord_x = num_cnt[15:7];
assign o_coord_y = num_cnt[24:16];
assign test = num_cnt[19:0];
always_ff @(posedge i_clock or negedge i_rst) begin 
	if(!i_rst) begin
		 cnt_x <= 0;
		 cnt_y <= 0;
		 step_clk <= 0;
		 up_and_down <= 0;
		 state <= 0;
		 dir_x <= 0;
		 dir_y <= 0;
		 en_x_y <= 1;
		 en_step_x <= 0;
		 en_step_y <= 0;
		 wait_nxt_coord <= 0;
		 pre_x <= 0;
		 pre_y <= 0;
		 cur_x <= 0;
		 cur_y <= 0;
		 cnt_z <= 0;
		 coord_z <= 0;
		 touch_times <= 0;
		 get_data <= 0;
		 wait_move <= 0;
		 aclrt <= 0;
		 dclrt <= 0;
		 num_cnt <= 1020000;
		 cycle <= UP;
		 down <= 0;
	end 
	else begin
	 	 up_and_down <= (step_clk+1 == num_cnt) ? (!up_and_down) : up_and_down;
	 	 cnt_z <= (cnt_z+1 == 800000) ? 0 : cnt_z+1;
		 if(state == 0 && i_start) begin
				state <= 1;
				dir_x <= 0;
				dir_y <= 0;
				cnt_x <= 0;
				cnt_y <= 0;
				en_x_y <= 0;
				en_step_x <= 0;
				en_step_y <= 0;
				wait_nxt_coord <= 1;
				pre_x <= 0;
				pre_y <= 0;
				cur_x <= 0;
				cur_y <= 0;
				touch_times <= 0;
				get_data <= 0;
				wait_move <= 0;
				coord_z <= (cnt_z < cycle) ? 1 : 0;
				aclrt <= 0;
				dclrt <= 0;
				num_cnt <= 1020000;
				down <= 0;
		 end
		 else begin
		 	if(state == 1) begin
				coord_z <= (cnt_z < cycle) ? 1 : 0;
	 			if(wait_nxt_coord) begin
	 				wait_nxt_coord <= 0;
	 			end else begin
	 				if(i_done) begin
	 					cur_x <=  i_coord_x;
	 					cur_y <= i_coord_y;
	 					get_data <= 1;
						step_clk <= 0;
						aclrt <= 1;
						cnt_x <= 0;
						cnt_y <= 0;
						down <= i_down;
	 					if(i_coord_x == 511 && i_coord_y == 511) begin
	 						state <= 3;
	 					end
	 				end
	 				else if(get_data) begin
						step_clk <= (step_clk+1 == num_cnt) ? 0 : step_clk+1;
	 					if(cur_x == pre_x && cur_y == pre_y) begin
	 						en_step_x <= 0;
	 						en_step_y <= 0;
							if(cnt_z == 0) begin
								if(touch_times == 5) begin
									touch_times <= 0;
									wait_nxt_coord <= 1;
									get_data <= 0;
								end else begin
									touch_times <= touch_times+1;
								end
							end
							cycle <= down? DOWN : UP;
	 					end else begin
							if(wait_move != 0)begin 
								en_step_x <= 0;
								en_step_y <= 0;
								wait_move <= ((wait_move+1 == 400000)?0:wait_move+1);
								aclrt <= ((wait_move+1 == 400000)?1:0);
								step_clk <= 0;
							end
							else if(step_clk == 0 && up_and_down) begin
								if(aclrt) begin
									if(num_cnt == 1020000) num_cnt <= 1000000;
									else if(num_cnt == 1000000) num_cnt <= 250000;
									else if(num_cnt == 250000) num_cnt <= 110000;
									else if(num_cnt == 110000) num_cnt <= 62400;
									else if(num_cnt == 62400) num_cnt <= 40000;
									else if(num_cnt == 40000) num_cnt <= 28000;
									else if(num_cnt == 28000) num_cnt <= 24000;
									else if(num_cnt == 24000) num_cnt <= 21600;
									else if(num_cnt == 21600) num_cnt <= 20400;
									else if(num_cnt == 20400) begin 
										num_cnt <= 20000;
										aclrt <= 0;
									end
								end
								else if(dclrt && (cnt_x >= 11 || cnt_y >= 11)) begin
									if(num_cnt == 20000) num_cnt <= 20400;
									if(num_cnt == 20400) num_cnt <= 21600;
									else if(num_cnt == 21600) num_cnt <= 24000;
									else if(num_cnt == 24000) num_cnt <= 28000;
									else if(num_cnt == 28000) num_cnt <= 40000;
									else if(num_cnt == 40000) num_cnt <= 62400;
									else if(num_cnt == 62400) num_cnt <= 110000;
									else if(num_cnt == 110000) num_cnt <= 250000;
									else if(num_cnt == 250000) num_cnt <= 1000000;
									else if(num_cnt == 1000000) begin
										num_cnt <= 1020000;
										dclrt <= 0;
									end
								end
								if(cur_x < pre_x) begin
									en_step_x <= 1;
									en_step_y <= 1;
									dir_x <= 1;
									dir_y <= 1;
									if(cnt_x+1 == 21) begin
										pre_x <= pre_x-1;
										if(cur_x == pre_x-1) wait_move <= 1;
										cnt_x <= 0;
									end else begin
										if(cur_x == pre_x-1 && cnt_x == 10) begin
											dclrt <= 1;
											cycle <= UP;
										end
										cnt_x <= cnt_x+1;
									end
								end else if(cur_x > pre_x) begin
									en_step_x <= 1;
									en_step_y <= 1;
									dir_x <= 0;
									dir_y <= 0;
									if(cnt_x+1 == 21) begin
										pre_x <= pre_x+1;
										if(cur_x == pre_x+1) wait_move <= 1;
										cnt_x <= 0;
									end else begin
										if(cur_x == pre_x+1 && cnt_x == 10) begin
											dclrt <= 1;
											cycle <= UP;
										end
										cnt_x <= cnt_x+1;
									end
								end else if(cur_y < pre_y) begin
									en_step_x <= 1;
									en_step_y <= 1;
									dir_x <= 0;
									dir_y <= 1;
									if(cnt_y+1 == 21) begin
										pre_y <= pre_y-1;
										if(cur_y == pre_y-1) wait_move <= 1;
										cnt_y <= 0;
									end else begin
										if(cur_y == pre_y-1 && cnt_y == 10) begin
											dclrt <= 1;
											cycle <= UP;
										end
										cnt_y <= cnt_y +1;
									end
								end else if(cur_y > pre_y) begin
									en_step_x <= 1;
									en_step_y <= 1;
									dir_x <= 1;
									dir_y <= 0;
									if(cnt_y+1 == 21) begin
										pre_y <= pre_y+1;
										if(cur_y == pre_y+1) wait_move <= 1;
										cnt_y <= 0;
									end else begin
										if(cur_y == pre_y+1 && cnt_y == 10) begin
											dclrt <= 1;
											cycle <= UP;
										end
										cnt_y <= cnt_y +1;
									end
								end
							end
		 				end
		 			end
					else begin 
						step_clk <= (step_clk+1 == num_cnt) ? 0 : step_clk+1;
					end
	 			end
			end
		 end
	end
end
endmodule  

===== ./run.sh =====
#!/bin/bash
# OpenROAD 26Q1-2900-gdf79404cd8, Yosys 0.63+post, stock flow scripts
make -C /OpenROAD-flow-scripts/flow DESIGN_CONFIG=/design/flow/config.mk WORK_HOME=/design/flow/orfs finish

==> impl_metrics.yaml <==
# implementation run metrics
final_timing:
  finalHoldViolations: 0
  fin_crit_sh: 0.651
  slew_headroom: 0.450
  fmax_mhz: 265
  finalCriticalPeriod_ns: 3.77
  setup_slack_ns: 2.03
  drv_slew: 0
  worst_slew_pin_slew_ns: 0.820
  setup_viol: 0
  grt_setup_unrepaired: "no"
  fin_tns_setup_ns: 0
  fin_skew_ns: 0.00970
die:
  die_y_microns: 173
  fp_util: 0.407
  die_area_sq_mm: 0.0299
  die_x_microns: 173
  fp.coreArea_sq_mm: 0.0287
  ios: 70
  row_count: 62
cts:
  clock-root-buffer: "clkbuf_16"
  clk_latency_ns: 0.43
  cts_setup_buffers: 0
  h-tree-depth: 4
  cts_made_buffers: 17
  cts_buffer_depth: 2
  ctsResizeCount: 0
  clkTransAtPathRegs_ns: 0.06
  cts_tree: "yes"
  cts_sinks: 156
  holdBufCountCts: 0
grt:
  grt_pass1_wl_microns: 50700
  overflow: 0
  busiest_layer: "met1"
  use_met2: 0.328
  grt_start_max_net_pins: 107
  track_usage: 0.211
  antenna_found_initial: 0
  use_met1: 0.335
  grt_use_met3: 0.0218
  grt_pass1_vias: 9649
final_layout:
  logic_area_sq_mm: 0.00705
  post-route-util: 0.452
  drive_gt1_frac: 0.0528
  fin_cells: 1824
  nFillCells: 2763
  syn_to_final_growth_pct: 10.9
  flop_area_sq_mm: 0.00392
synth:
  ys.flop_type: "dfrtp_1"
  ys_warn_count: 3
  synth_cells: 1440
  synth-seq-cells: 156
  edf_count: 0
  async_flop_share: 1.00
  syn-cell-area_sq_mm: 0.0117
  ys_cells: 1440
  ys_types: 80
  syn_area_per_cell_sq_um: 8.12
  ys_area_sq_mm: 0.0117
  postSynthSeqShare: 0.335
drt:
  drt_iter0_markers: 795
  diodes: 0
  route.detailed.drc: 0
  wirelength_microns: 30600
  via_count: 10600
  post_drt_wl_per_cell_microns: 16.8
  drt_pass1_iterations: 6
  viasPerCell: 5.79
  ant_nets: 0
power_and_ir_drop:
  power.total_uw: 2800
  power.leakage_uw: 0.00531
  powerDensity_mw_per_mm2: 216
  irDropWorstVdd_mv: 0.197
flow_run:
  maxCapViolCount: 0
  warnings: 37
worst_setup_path:
  crit_chain: "clkdlybuf4s50_1 > nand2b_1 > or2_2 > nand2_1 > nor2b_1 > and2_1 > nand3_1 > o311a_1 > mux2_2"
  worstPathMaxFanout: 27
  cp-start-kind: "primary input"
  critPathMaxStageDelay_ns: 0.69
  critPathTopFamily: "simple AND/OR/NAND/NOR gates"
  required_ns: 6.11
  worstSetupEndpointType: "flip-flop"
  cp_num_buf_inv: 1
  worstPathArrival_ns: 4.09
  cpMaxStageDelayCell: "o311a_1"
  critical_path_class: "in2reg"
outcome:
  status: "complete, no violations"
hold_path:
  hp-class: "reg2reg"
place:
  dp_hpwl_microns: 22000
  dp.cells: 1794
  dp_slack_ns: 1.61
  io_buffers: 60
  gp_congestion: 0.905
## area by class of cell
class                      count  area share
tap                          384      0.0370
sequential                   156       0.302
inverter                      62      0.0179
clock buffer                  19      0.0342
multi-input combinational   1123       0.543
timing repair buffer          69      0.0526
clock inverter                11      0.0129
## power by group
part | switching, uW | leakage [uW] | internal (uW) | total, uW
registers | 103 | 0.00202 | 1140 | 1250
clock network | 463 | 0.000295 | 728 | 1190
logic | 192 | 0.00300 | 171 | 363
total | 758 | 0.00531 | 2040 | 2800
## synth_stat cells, types with 12 or more instances
cell,n,area (sq um)
nor2b_1,17,106
and2_1,19,119
dfrtp_1,147,3680
o21ai_0,111,556
nor4_1,31,194
nand2b_1,22,138
buf_4,27,203
a21o_1,13,97.6
nor2_1,102,383
a22o_1,23,201
a31oi_1,20,125
ha_1,42,526
or3_1,20,125
and3_1,40,250
nand4_1,42,263
a21oi_1,64,320
nand3_1,92,460
clkbuf_1,63,236
buf_2,12,60.1
o31ai_1,36,270
xor2_1,37,324
nor3_1,36,180
xnor2_1,41,359
inv_1,62,233
nand2_1,132,495
## flip-flops by register name (all words and copies together) (netlist names), 2 cells and up
register	cells
step_clk	25
cnt_z	21
wait_move	21
num_cnt	15
cur_x	9
cur_y	9
pre_x	9
pre_y	9
cnt_x	8
cnt_y	8
touch_times	8
cycle	2
state	2
## layout by cell type (no fill, tap or decap), types with 22 or more instances in the layout
| cell | Yosys | final |
|---|---|---|
| and3_1 | 40 | 40 |
| o31ai_1 | 36 | 35 |
| inv_1 | 62 | 62 |
| nor3_1 | 36 | 36 |
| nand3_1 | 92 | 92 |
| nand2b_1 | 22 | 22 |
| xor2_1 | 37 | 37 |
| o21ai_0 | 111 | 111 |
| dfrtp_1 | 147 | 147 |
| nand4_1 | 42 | 42 |
| nor2_1 | 102 | 102 |
| a22o_1 | 23 | 23 |
| nor4_1 | 31 | 31 |
| xnor2_1 | 41 | 41 |
| a21oi_1 | 64 | 63 |
| nand2_1 | 132 | 132 |
| clkdlybuf4s50_1 | 0 | 59 |
| ha_1 | 42 | 42 |
## layer usage
metal  part of all wire  wire (microns)
met3              0.035            1070
met4              0.012             376
met2               0.46           14100
met5                  0               0
met1               0.49           15000
## cells by family after synthesis
| kind of cell | share of synthesized area |
|---|---|
| multiplexers | 0.0229 |
| AND-OR/OR-AND | 0.199 |
| other | 0.000321 |
| XOR/XNOR | 0.0584 |
| AND/OR/NAND/NOR | 0.274 |
| buffers and inverters | 0.0656 |
| adder cells (fa/ha/maj) | 0.0449 |
| flip-flops | 0.335 |
## metrics by stage
stage / area [sq um] / hold slack, ns
floorplan: 11700 / 0.424
global placement: 12400 / 0.465
detailed placement: 12400 / 0.472
CTS: 13000 / 0.486
global route: 13000 / 0.522
finish: 13000 / 0.485
## final timing paths
kind                         startpoint       endpoint  slack [ns]  cells past startpoint
min reg2reg                    cnt_z[0]       cnt_z[0]        0.49                      1
max reg2reg                step_clk[21]     num_cnt[7]        2.17                      7
max                             i_start     num_cnt[7]        2.03                      9
min                            cnt_z[0]       cnt_z[0]        0.49                      1
max in group asynchronous         i_rst      cnt_z[13]        4.17                      2
min in group asynchronous         i_rst  wait_move[14]        0.68                      1
Power and IR drop assume default switching activity.
